`flow/design.v`:
```
`timescale 1ns / 1ps
module fifo #(parameter WIDTH=64, parameter DEPTH=8)(
    input clk, 
    input res_n, 
    input shift_in, 
    input shift_out, 
    input [WIDTH-1:0] data_in,  
    output full, 
    output empty,
    output [WIDTH-1:0] data_out
    );
    wire [DEPTH-1:0] valid;
    wire [WIDTH-1:0] out [DEPTH-1:0];
    assign full = &valid;
    assign empty = ~(|valid);
    assign data_out = out[DEPTH-1] ;
    genvar i;
    generate
        for (i = 0; i < DEPTH; i = i+1) begin
            if (i == 0)begin
                FF ff(  .clk(clk), .res_n(res_n), .si(shift_in), .so(shift_out), 
                        .data_in(data_in), .pre(1'b0), .next(valid[i+1]), .pre_out(0), 
                        .out(out[i]), .valid(valid[i]));
            end else if (i == DEPTH - 1) begin
                FF ff(  .clk(clk), .res_n(res_n), .si(shift_in), .so(shift_out), 
                        .data_in(data_in), .pre(valid[i-1]), .next(1'b1), .pre_out(out[i-1]), 
                        .out(out[i]), .valid(valid[i]));
            end else begin
                FF ff(  .clk(clk), .res_n(res_n), .si(shift_in), .so(shift_out), 
                        .data_in(data_in), .pre(valid[i-1]), .next(valid[i+1]), .pre_out(out[i-1]), 
                        .out(out[i]), .valid(valid[i]));
            end
        end
    endgenerate
endmodule
module FF #(parameter WIDTH = 64, parameter DEPTH=8)(
    input clk,
    input res_n,
    input [WIDTH - 1: 0] data_in,
    input [WIDTH - 1: 0] pre_out,
    input si,
    input so,
    input pre,
    input next,
    output [WIDTH - 1:0] out,
    output reg valid
);
    reg [WIDTH-1:0] data;
    assign out = data;
    always @(posedge clk or negedge res_n) begin
        if (~res_n) begin
            data <= 0;
            valid <= 1'b0;
        end else begin
            if (~so && ~si) begin
                data <= data;
                valid <= valid;
            end else if (so && si) begin
                if(valid && ~pre) begin
                    data <= data_in;
                    valid <= 1'b1;
                end else begin
                    data <= pre_out;
                    valid <= pre;
                end
            end else if (~so && si ) begin
                if (~valid && next) begin
                    data <= data_in;
                    valid <= 1'b1;
                end else begin
                    data <= data;
                    valid <= valid;
                end
            end else if (so && ~si) begin
                data <= pre_out;
                valid <= pre;
            end else begin
                data <= data;
                valid <= 1'bx;
            end
        end
    end
endmodule 
```
`flow/run.sh`:
```
#!/bin/bash
# OpenROAD 26Q1-2900-gdf79404cd8, Yosys 0.63+post, stock flow scripts
make -C /OpenROAD-flow-scripts/flow DESIGN_CONFIG=/design/flow/config.mk WORK_HOME=/design/flow/orfs finish
```
`flow/constraint.sdc`:
```
current_design fifo

set clk_period 9.0
set clk_io_pct 0.2

create_clock -name clk0 -period $clk_period [get_ports {clk}]

set non_clock_inputs [all_inputs -no_clocks]
set_input_delay [expr $clk_period * $clk_io_pct] -clock clk0 $non_clock_inputs
set_output_delay [expr $clk_period * $clk_io_pct] -clock clk0 [all_outputs]
```
`flow/config.mk`:
```
export PLATFORM = sky130hd
export DESIGN_NAME = fifo
export DESIGN_NICKNAME = fifo
export VERILOG_FILES = /design/flow/design.v
export SDC_FILE = /design/flow/constraint.sdc
export NUM_CORES = 4
export LEC_CHECK = 1
export CORE_UTILIZATION = 30
```
==> flow_summary.ini <==
; synthesis and place-and-route metrics
[final_layout]
drive_gt1_share_pct = 4.03
final_area_um2 = 34200
syn2layout_area_growth_pct = 11.1
logic_area_um2 = 16000
fin_util_pct = 33.6
regArea_um2 = 13000
fill_cells = 10165
layout_top_cells = dfrtp_1, a21oi_1, mux2i_1, o21ai_0, a211o_1
layout_top_cell = dfrtp_1

[worst_setup_path]
arrival_ns = 5.76
worstSetupPathType = primary input to flip-flop
worstPathMaxFanout = 67
cp-end-kind = flip-flop
crit_chain = clkdlybuf4s50_1, inv_1, ha_4, buf_4, buf_4, buf_4, a211o_1
start_kind = primary input
max_stage_delay_ns = 0.73
crit_path_top_delay_cell = buf_4
cp_common_cell = buf_4
cp_data_required_time_ns = 9.55

[synth]
yosysCellCount = 3350
ys_warn_count = 2
syn_inst = 3350
syn-cell-area_um2 = 30800
yosys.stat.seqShare_pct = 42.3
ys_ff = 520
synth.avg_cell_area_um2 = 9.19
yosys_area_um2 = 30800
yosysUniqueCellTypes = 31

[floorplanning]
fp.coreArea_um2 = 102000
dieWidth_um = 322
boundaryPins = 134
die_area_um2 = 104000
fp_util_pct = 30.2
fp-row-count = 117
die_h_um = 322

[final_timing]
fmax_mhz = 192
skew_ns = 0.0105
finalSetupTns_ns = 0
slew_violations = 0
hold_slack_ns = 0.476
setup_viol = 0
worst_slack_ns = 3.79
finalHoldViolations = 0
min_period_over_period_pct = 57.9
worst_pin_slew_ns = 0.803
relSlewSlack_pct = 46.4
rsz0062_at_grt = no
timing.final.crit_period_ns = 5.21

[pwr]
max-vdd-ir-drop_mv = 0.182
p_leak_nw = 17.3
powerDensity_nw_per_um2 = 221

[clock_tree]
clock-sinks = 520
h-tree-depth = 2
clockBufferDepth = 3
cts_root_buf = clkbuf_16
clk_latency_ns = 0.61
ctsResizeCount = 0
post-cts-setup-buffer-count = 0
numCtsBuffers = 56
cts.clk_slew.worst_paths_ns = 0.06
cts_tree = yes
hold_buffers = 0

[flow_run]
warnings = 59
cap_violations = 0

[routing]
drt.antenna.violating_nets = 0
vias = 25382
drc = 0
drtIter0Drc = 2087
wl_um = 84100
wire_per_inst_um = 18.3
via_per_inst = 5.53
detail_route.first_pass.iterations = 5

[placed_design]
port_buffers = 133
dp_slack_ns = 3.17
gp_congestion = 0.772
hpwlAfterDp_um = 45000
dpl-instance-area_um2 = 32500

[grt]
grt_pass1_vias = 24103
grt_pass1_wl_um = 136000
antenna_found_initial = 10
grtUsageTotal_pct = 16.4
grt_max_degree = 196
grt_overflow = 0

[outcome]
outcome = completed

[worst_hold_path]
hp-class = flip-flop to flip-flop
-- power breakdown --
group	switching [mW]	internal (mW)	total, mW
logic	1.17	0.994	2.16
registers	0.364	2.83	3.20
clock network	0.964	1.24	2.20
-- state kept, by name, summed over array words and instances, names as in the netlist --
| name | count |
|---|---|
| genblk1.genblk1.ff.data | 64 |
| genblk1.genblk1.ff.valid | 1 |
| genblk1.genblk1.genblk1.ff.data | 448 |
| genblk1.genblk1.genblk1.ff.valid | 7 |
-- layer usage --
layer / vias to the layer above / track usage [%] / wire, µm
met2: 497 / 25.3 / 38100
met5: - / 0 / 97
met4: 18 / 2.72 / 1390
li1: 12039 / - / -
met1: 12716 / 24.4 / 39900
met3: 112 / 3.40 / 4560
-- stage by stage --
step	total power, mW	instances
after floorplan	4.76	3350
after detailed placement	5.41	4501
after global placement	5.38	4501
after CTS	7.65	4593
final	7.56	4594
after global routing	8.02	4593
-- worst paths after layout --
kind | from | end | depth (start not counted) | slack (ns)
worst max-delay path | shift_in | genblk1[1].genblk1.genblk1.ff.data[15]$_DFFE_PN0P_ | 7 | 3.79
max in group asynchronous | res_n | genblk1[6].genblk1.genblk1.ff.data[48]$_DFFE_PN0P_ | 3 | 6.14
min in group asynchronous | res_n | genblk1[7].genblk1.genblk1.ff.data[22]$_DFFE_PN0P_ | 1 | 1.19
worst min-delay path | genblk1[7].genblk1.genblk1.ff.data[41]$_DFFE_PN0P_ | genblk1[7].genblk1.genblk1.ff.data[41]$_DFFE_PN0P_ | 1 | 0.48
worst min register to register | genblk1[7].genblk1.genblk1.ff.data[41]$_DFFE_PN0P_ | genblk1[7].genblk1.genblk1.ff.data[41]$_DFFE_PN0P_ | 1 | 0.48
worst max register to register | genblk1[1].genblk1.genblk1.ff.valid$_DFFE_PN0N_ | genblk1[0].genblk1.ff.data[41]$_DFFE_PN0P_ | 5 | 5.86
-- synthesized netlist by cell type --
library cell / count / share of area [%]
a211o_1: 384 / 11
nor2_1: 327 / 4.0
a22oi_1: 1 / 0.024
inv_1: 10 / 0.12
a31oi_1: 3 / 0.061
a21oi_1: 461 / 7.5
nand2b_1: 7 / 0.14
nand4_1: 2 / 0.041
buf_2: 124 / 2.0
mux2i_1: 384 / 12
dfrtp_1: 520 / 42
and2_1: 2 / 0.041
and3_1: 1 / 0.020
ha_1: 5 / 0.20
buf_1: 3 / 0.037
buf_6: 14 / 0.51
o22a_1: 6 / 0.17
nor2_4: 1 / 0.037
o21ai_1: 1 / 0.016
nor2b_1: 63 / 1.3
a211oi_1: 128 / 3.1
a22o_1: 64 / 1.8
and2_0: 2 / 0.041
clkbuf_2: 1 / 0.016
o21ai_0: 384 / 6.2
nor3_1: 7 / 0.11
buf_4: 41 / 1.0
nand2_1: 128 / 1.6
clkbuf_1: 210 / 2.6
nor4_1: 1 / 0.020
a21o_1: 65 / 1.6
-- logic make-up (layout without fill, tap and decap cells) --
group                      count (synthesis)  after routing  share of synthesized area, %
AOI/OAI and AO/OA                       1497           1497                          31.5
and+or+nand+nor                          541            541                          7.29
DFF                                      520            520                          42.3
buffers and inverters                    403            278                          6.27
muxes                                    384            384                          12.5
adders and majority gates                  5              5                         0.203
other                                      0              1                             0
-- layout make-up --
class                      count  share of cell area, %
sequential                   520                   38.1
timing repair buffer         176                   5.26
antenna                        1                0.00732
clock buffer                  89                   4.82
clock inverter                 3                 0.0549
inverter                      10                  0.110
tap                         1368                   5.01
multi-input combinational   2427                   46.7
-- critical path, delay by kind of cell --
family	cells	cell delay, ns
adder cells (fa/ha/maj)	1	0.63
AND-OR/OR-AND	1	0.22
buffers and inverters	5	2.96
Power is estimated from default activity; no workload was simulated.
